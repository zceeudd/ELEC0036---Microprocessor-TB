[design.v]
module registerfile(
	output logic [15:0]rd1,rd2,  
	input logic clk,we3,  
	input logic [3:0]ra1,ra2,wa3,  
	input logic [15:0]wd3  
	);
	reg [15:0] rf[15:0];
	always_ff@(negedge clk)begin
		if(we3)begin 
			rf[wa3] <= wd3;
		end
	end
	assign rd1 = (ra1 != 4'b0000) ? rf[ra1] : 16'b0000000000000000;
	assign rd2 = (ra2 != 4'b0000) ? rf[ra2] : 16'b0000000000000000;
endmodule
[run.sh]
#!/bin/bash
# OpenROAD 26Q1-2900-gdf79404cd8, Yosys 0.63+post, stock flow scripts
make -C /OpenROAD-flow-scripts/flow DESIGN_CONFIG=/design/flow/config.mk WORK_HOME=/design/flow/orfs finish
[config.mk]
export PLATFORM = sky130hd
export DESIGN_NAME = registerfile
export DESIGN_NICKNAME = registerfile
export VERILOG_FILES = /design/flow/design.v
export SDC_FILE = /design/flow/constraint.sdc
export NUM_CORES = 4
export LEC_CHECK = 1
export CORE_UTILIZATION = 50
[constraint.sdc]
current_design registerfile

set clk_period 3.0
set clk_io_pct 0.2

create_clock -name clk0 -period $clk_period [get_ports {clk}]

set non_clock_inputs [all_inputs -no_clocks]
set_input_delay [expr $clk_period * $clk_io_pct] -clock clk0 $non_clock_inputs
set_output_delay [expr $clk_period * $clk_io_pct] -clock clk0 [all_outputs]
==> impl_metrics.toml <==
# synthesis and place-and-route metrics
[outcome]
outcome = "finished with violations"
violations = "negative setup slack"

[global_routing]
antenna_found_initial = 0
grt_pass1_vias = 8989
grt-ovfl-total = 0
track_usage_pct = 31.5
grt_max_degree = 33
grt_pass1_wl_um = 48500

[setup_path]
critical_path_class = "reg -> out"
crit_required_ps = 2400
path_max_fanout = 2
end_kind = "output port"
cp.arrival_ps = 3490
max_stage_delay_ps = 490
critPathLaunchType = "flop"
crit_slowest_cell = "mux4_2"
critical_path.cell_chain = "mux4_2 -> mux2_4 -> nand2_2 -> o31ai_2 -> buf_2"

[finish]
drive_above_1_share_pct = 36.7
top_register = "rf"
largestRegisters = "rf (241)"
n_fill_cell = 1387
areaGrowthSynthToFinish_pct = 37.5
largest_reg_flops = 241

[yosys]
top_area_share_pct = 63.7
syn-cell-area_sq_mm = 0.0114
largest_area_cell = "edfxtp_1"
yosysCellCount = 643
yosysChipArea_sq_mm = 0.0114
top_cells_by_area = "edfxtp_1 64%, mux4_2 13%, mux2i_1 9.3%, a21oi_1 2.1%, mux2_2 1.6%"
ys_ff = 241
synthesis.area_per_instance_sq_um = 17.7
yosysUniqueCellTypes = 35
synthCells = 643
synth_warnings = 1
ys_seq_share_pct = 63.7

[routing]
route.met3.wl_um = 4250
avgRoutedWirePerCell_um = 23.4
antenna_left = 0
diodes = 0
drtPass1Iterations = 6
drt_iter0_markers = 356
wl_met2_um = 15300
wl_met1_um = 11500
via_count = 7797
highest_layer = "met4"
viasPerCell = 5.73
wirelength_um = 31800
drc = 0

[timing]
final_max_slew_viol_count = 0
final_hold_viol_count = 0
tns_ps = -32000
rsz0062_at_grt = "true"
setup_ws_ps = -1090
relSlewSlack_pct = 69.8
tightest_slew_ps = 453
setup_violations = 32

[clocking]
cts_buffer_depth = 3
cts_tree = "yes"
cts_buffers = 28
cts.clk_slew.worst_paths_ps = 30
cts_root_buffer = "clkbuf_16"
cts_sinks = 241
htree_levels = 1

[power_and_ir_drop]
internal-power_mw = 6.77
p_leak_nw = 6.39
p_seq_share_pct = 41.0
clkPwrFrac_pct = 49.1
p_per_area_mw_per_mm2 = 599
power.switching_mw = 2.58
peakVddDrop_v = 0.000447
combPwrFrac_pct = 9.8
p_total_mw = 9.35
switching_share_pct = 27.6

[die]
core-area_sq_mm = 0.0220
ios = 62
rows = 54
initCoreUtil_pct = 51.5
die_h_um = 153
die_w_um = 153
dieArea_sq_mm = 0.0233

[place]
place_congestion = 0.899
portBuffers = 61
hpwl_um = 20100

[flow_run]
tool_warnings = 269
cap_violations = 0

[hold_path]
hp-class = "in -> out"
layout by cell type (no fill, tap or decap), drive strengths merged, types with 3 or more instances in the layout:
master         count
dlygate4sd2        3
a211oi             3
edfxtp           241
buf              175
clkinvlp          10
nor2              27
mux2              17
o22ai             14
bufinv             4
nand2              3
nand2b             4
a21oi             47
a22oi             15
a2111oi           15
a221o             15
clkdlybuf4s50     17
inv              248
clkbuf            29
mux4              67
mux2i            105
nor3               4
routing by layer:
metal,up-vias,track usage [%]
met5,-,0
met4,0,11.4
met3,60,21.5
met2,419,44.0
met1,3783,41.8
li1,3535,-
cells in the mapped netlist (all sizes together):
| cell type | number |
|---|---|
| a22oi | 15 |
| nand2b | 4 |
| a211oi | 3 |
| nand3b | 2 |
| buf | 38 |
| nor3 | 4 |
| mux4 | 67 |
| nand2 | 3 |
| or3b | 1 |
| nor2 | 27 |
| nand3 | 2 |
| o31ai | 1 |
| and2 | 1 |
| clkbuf | 12 |
| nor3b | 2 |
| a31oi | 1 |
| mux2i | 105 |
| nor2b | 2 |
| a2111oi | 15 |
| edfxtp | 241 |
| mux2 | 17 |
| inv | 2 |
| a21oi | 47 |
| a221o | 15 |
| and3b | 1 |
| o22ai | 14 |
| o21ai | 1 |
critical path, delay by kind of cell, from the launching register on:
family	cells	cell delay (ps)
flip-flops	1	380
multiplexers	2	770
AND/OR/NAND/NOR	1	70
AND-OR/OR-AND	1	60
buffers and inverters	1	120
cells by family after synthesis:
group           count (synthesis)  synth area share, %
flops                         241                 63.7
buf+inv                        52                 2.72
mux                           189                 24.2
compound gates                112                 7.17
simple gates                   49                 2.13
final timing paths:
path,from,to,slack (ps),cells after the start
min,ra1[2],rd1[15],1680,3
max,rf[15][14]$_DFFE_NP_,rd1[14],-1090,5
through the flow:
stage | instance area [sq um] | hold slack [ps] | utilization (%) | cells | setup WS, ps
after floorplan | 11500 | 1500 | - | 643 | -272
after detailed placement | 13400 | 2030 | 60.6 | 1052 | -936
after global placement | 13400 | 2040 | 60.6 | 1052 | -980
after CTS | 15500 | 1690 | 70.3 | 1357 | -1110
after global routing | 15600 | 1700 | 70.9 | 1360 | -1170
final | 15600 | 1680 | 70.9 | 1360 | -1090
power by group through the flow:
| stage | logic, mW | clock network, mW | registers [mW] |
|---|---|---|---|
| 6_report | 0.918 | 4.59 | 3.84 |
| 5_1_grt | 0.978 | 5.11 | 3.83 |
| 4_1_cts | 0.898 | 4.72 | 3.84 |
final cells by class:
class                   instances  area (sq um)  area share [%]
repair buffers                197          1830            11.7
well taps                     280           350            2.24
inverters                       1          3.75          0.0240
clock inverters               262          1110            7.10
clock buffers                  29           726            4.65
flip-flops and latches        241          7240            46.4
multi-input cells             350          4360            27.9
what timing repair did:
item	CTS	global route
setup endpoints to repair	269	40
pin swaps	48	27
hold buffers	0	0
setup buffers	14	3
cloned	1	0
resized	186	15
Power is estimated from default activity; no workload was simulated.
