<file path="flow/design.v">
module pipeline_register_ExecuteMemory(
	input logic clk,
	input logic [15:0] Emodout,
	input logic Emod,
	input logic [15:0] Ehi, Elo,  
	input logic [15:0] Ealu,  
	input logic [15:0] Edmwrite,  
	input logic Ewe3,  
	input logic Ewe,  
	input logic [1:0] Eregdata,  
	input logic [3:0] Ewriteadd,  
	output logic [15:0] Mhi, Mlo,  
	output logic [15:0] Malu,  
	output logic [15:0] Mdmwrite,  
	output logic Mwe3,  
	output logic Mwe,  
	output logic [1:0] Mregdata,  
	output logic [15:0] Mmodout,
	output logic Mmod,
	output logic [3:0] Mwriteadd  
	);
	reg [15:0] plr_DE1[3:0];
	reg [1:0] plr_DE2 [1:0];
	reg [1:0] plr_DE3;
	reg [3:0] plr_DE4;
	reg [15:0] plr_DE5; 
	reg plr_DE6;
	always_ff@(posedge clk) begin 
		plr_DE1[0] <= Ehi;
		plr_DE1[1] <= Elo;
		plr_DE1[2] <= Ealu;
		plr_DE1[3] <= Edmwrite;
		plr_DE2[0] <= Ewe3;
		plr_DE2[1] <= Ewe;
		plr_DE3 <= Eregdata;	
		plr_DE4 <= Ewriteadd;	
		plr_DE5 <= Emodout;
		plr_DE6 <= Emod;
	end
	assign Mhi = plr_DE1[0];
	assign Mlo = plr_DE1[1];
	assign Malu = plr_DE1[2];
 	assign Mdmwrite = plr_DE1[3];
	assign Mwriteadd = plr_DE4;
	assign Mwe3 = plr_DE2[0]; 
	assign Mwe = plr_DE2[1];
	assign Mregdata = plr_DE3;
	assign Mmodout = plr_DE5;
	assign Mmod = plr_DE6;
endmodule
</file>
<file path="flow/run.sh">
#!/bin/bash
# OpenROAD 26Q1-2900-gdf79404cd8, Yosys 0.63+post, stock flow scripts
make -C /OpenROAD-flow-scripts/flow DESIGN_CONFIG=/design/flow/config.mk WORK_HOME=/design/flow/orfs finish
</file>
<file path="flow/config.mk">
export PLATFORM = sky130hd
export DESIGN_NAME = pipeline_register_ExecuteMemory
export DESIGN_NICKNAME = pipeline_register_ExecuteMemory
export VERILOG_FILES = /design/flow/design.v
export SDC_FILE = /design/flow/constraint.sdc
export NUM_CORES = 4
export LEC_CHECK = 1
export CORE_UTILIZATION = 30
</file>
<file path="flow/constraint.sdc">
current_design pipeline_register_ExecuteMemory

set clk_period 1.0
set clk_io_pct 0.2

create_clock -name clk0 -period $clk_period [get_ports {clk}]

set non_clock_inputs [all_inputs -no_clocks]
set_input_delay [expr $clk_period * $clk_io_pct] -clock clk0 $non_clock_inputs
set_output_delay [expr $clk_period * $clk_io_pct] -clock clk0 [all_outputs]
</file>
==> impl_metrics.csv <==
group,metric,value,unit
global_routing,grt_util_all_layers,14.8,%
worst_setup_path,worst-setup-path-type,"register to output pin",
cells_and_area,proportion_of_layout_cells_with_a_drive_suffix_above_1,38.2,%
yosys,synth.yosys.chip_area,1780,sq um
sta,fin_crit,0.962,ns
sta,grt_setup_unrepaired,"true",
worst_setup_path,worstSetupStartpointType,"register",
hold_path,holdCritStartpoint,"Ealu[13]",
cts,cts_max_level,3,
yosys,post_synth.cell_area_avg,20.0,sq um
yosys,netlist_instances,89,
cells_and_area,syn_to_final_growth,91.2,%
global_routing,grt_antenna_before_repair,0,
sta,fin_crit_sh,96.2,%
cells_and_area,logic_gate_count,0,
yosys,netlist.top_cell.by_area,"sky130_fd_sc_hd__dfxtp_1",
placed_design,routabilityCongestion,0.738,
placed_design,place_inst,339,
detailed_routing,antenna_left,0,
worst_setup_path,crit_path_max_fanout,1,
cts,clkTransAtPathRegs,0.08,ns
sta,worst_margin_slew,0.104,ns
worst_setup_path,critPathTopFamily,"flip-flops",
yosys,ys_top_cells_by_area,"sky130_fd_sc_hd__dfxtp_1 (100%)",
yosys,synthesis.area,1780,sq um
floorplan,die_height,79.1,microns
detailed_routing,n_antenna_cell,0,
sta,drv_slew,0,
sta,timing.max_slew.rel_slack,93.1,%
floorplan,placement_rows,27,
global_routing,grt_max_degree,15,
global_routing,global_route.overflow_total,0,
worst_setup_path,worstSetupEndpointType,"output pin",
yosys,yosys_register_bits,89,
worst_setup_path,required,0.80,ns
yosys,synth-seq-area-share,100,%
detailed_routing,wire_per_inst,13.0,microns
worst_setup_path,critical_path.slowest_cell,"sky130_fd_sc_hd__dfxtp_2",
cts,cts_tree,"yes",
cts,post_cts_hold_buffer_count,0,
floorplan,die_area,6250,sq um
hold_path,hold-path-cell-count,1,
placed_design,dp.final_hpwl,3.58,mm
detailed_routing,detailedRoute.firstIterationViolations,29,
cells_and_area,stdcell_count,355,
cells_and_area,num-fill-cells,500,
sta,setup_viol,0,
power_and_ir_drop,cellPowerDensity,1940,nW/um^2
hold_path,min_delay_worst_endpoint,"plr_DE1[2][13]$_DFF_P_",
detailed_routing,route.vias.total,1299,
floorplan,boundaryPins,179,
hold_path,hold_path_class,"primary input to register",
global_routing,grt_pass1_wl,6.76,mm
worst_setup_path,worst_ep_arrival_time,0.76,ns
worst_setup_path,cp_slowest_stage_delay,0.32,ns
detailed_routing,route.detailed.drc,0,
placed_design,port-buffer-count,178,
yosys,yosys_cells,89,
run,timing.max_cap.violations,0,
cts,root_buffer,"sky130_fd_sc_hd__clkbuf_8",
yosys,yosysWarnings,3,
detailed_routing,detail_route.wirelength,4.60,mm
cts,tritoncts_num_sinks,89,
global_routing,grt_pass1_vias,1287,
yosys,post_synth_num_cell_types,1,
worst_setup_path,path_cells,"buf_2",
run,log.warning_count,27,
cells_and_area,combGateArea,0,sq um
yosys,post-synth-top-area-fraction,100,%
power_and_ir_drop,vdd_ir_drop_max,0.924,mV
cts,cts.path.max_buffers,2,
cts,cts_buffers,9,
detailed_routing,route.detailed.vias_per_inst,3.66,
power_and_ir_drop,leakage,1.55,nW
sta,timing.fmax,1040,MHz
detailed_routing,drt_pre_antenna_iters,2,
run_status,status,"finished, final reports clean",
floorplan,design.core.area,5610,sq um
floorplan,floorplanUtilization,31.8,%
floorplan,die.size.x,79.1,microns
power_and_ir_drop,totalPowerFinal,6.60,mW
worst_setup_path,critical_path_buf_inv_count,1,
sta,hold_viol_final,0,
[metrics by stage]
step / TNS [ns] / hold slack [ns] / cell area (sq um) / utilization (%) / setup WS, ns
floorplan: 0 / 0.228 / 1780 / - / 0.538
global placement: 0 / 0.648 / 3650 / 65.1 / 0.00354
detailed placement: 0 / 0.652 / 3650 / 65.1 / 0.00946
CTS: 0 / 0.265 / 3410 / 60.7 / 0.0134
global route: -0.000565 / 0.272 / 3410 / 60.8 / -0.000565
finish: 0 / 0.285 / 3410 / 60.8 / 0.0384
[kinds of logic after synthesis]
logic type	Yosys count	share of synthesized area (%)
flops	89	100
[Yosys cell counts]
library cell and instances:
sky130_fd_sc_hd__dfxtp_1 89
[registers in the layout, indices dropped and copies added, names as in the netlist]
name	flops
plr_DE5	16
plr_DE3	2
plr_DE1	64
plr_DE2	2
plr_DE4	4
plr_DE6	1
[power by group]
part           internal, mW  switching (mW)
logic                 0.412          0.0657
clock network          1.20            1.15
registers              3.73          0.0361
[layout by cell type, fill, tap and decap left out]
master	Yosys	final
sky130_fd_sc_hd__dfxtp_2	0	3
sky130_fd_sc_hd__clkinvlp_4	0	1
sky130_fd_sc_hd__dfxtp_1	89	86
sky130_fd_sc_hd__clkbuf_8	0	10
sky130_fd_sc_hd__buf_2	0	89
sky130_fd_sc_hd__clkinv_2	0	4
sky130_fd_sc_hd__bufinv_16	0	1
sky130_fd_sc_hd__clkdlybuf4s50_1	0	89
[worst max-delay path by stage]
stage | start | endpoint | cells after the start
after CTS | plr_DE1[3][8]$_DFF_P_ | Mdmwrite[8] | 1
after global routing | plr_DE1[1][0]$_DFF_P_ | Mlo[0] | 1
final | plr_DE1[2][13]$_DFF_P_ | Malu[13] | 1
[layer usage]
metal	vias up	track usage [%]	share of wire (%)
met3	11	7.23	15
met5	-	0	0
met2	107	22.8	45
met4	0	3.09	1.8
met1	531	19.3	38
li1	650	-	-
[cell type report]
| type | instances | area, sq um | share of cell area, % |
|---|---|---|---|
| clock inverter | 6 | 57.6 | 1.69 |
| timing repair buffer | 178 | 1340 | 39.2 |
| tap | 72 | 90.1 | 2.64 |
| sequential | 89 | 1790 | 52.4 |
| clock buffer | 10 | 138 | 4.04 |
[what timing repair did]
item | in CTS | in global routing
gates resized | 276 | 1
endpoints found under the hold margin | 0 | 0
endpoints found under the setup margin | 89 | 2
setup buffers | 0 | 0
Power is estimated from default activity; no workload was simulated.
